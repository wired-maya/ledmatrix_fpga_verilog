## config.mk

```make
export PLATFORM = sky130hd
export DESIGN_NAME = gamma_lut
export DESIGN_NICKNAME = gamma_lut
export VERILOG_FILES = /design/flow/design.v
export SDC_FILE = /design/flow/constraint.sdc
export NUM_CORES = 4
export LEC_CHECK = 1
export CORE_AREA = 10 10 111 111
export DIE_AREA = 0 0 121 121
```

## design.v

```verilog
module gamma_lut(input [7:0] in, output [7:0] out);
    reg [7:0] out_reg;
    assign out = out_reg;
    always @(in) begin
        case (in)
            8'h00: out_reg <= 8'h00;
            8'h01: out_reg <= 8'h00;
            8'h02: out_reg <= 8'h00;
            8'h03: out_reg <= 8'h00;
            8'h04: out_reg <= 8'h00;
            8'h05: out_reg <= 8'h00;
            8'h06: out_reg <= 8'h00;
            8'h07: out_reg <= 8'h00;
            8'h08: out_reg <= 8'h00;
            8'h09: out_reg <= 8'h00;
            8'h0a: out_reg <= 8'h00;
            8'h0b: out_reg <= 8'h00;
            8'h0c: out_reg <= 8'h00;
            8'h0d: out_reg <= 8'h00;
            8'h0e: out_reg <= 8'h00;
            8'h0f: out_reg <= 8'h01;
            8'h10: out_reg <= 8'h01;
            8'h11: out_reg <= 8'h01;
            8'h12: out_reg <= 8'h01;
            8'h13: out_reg <= 8'h01;
            8'h14: out_reg <= 8'h01;
            8'h15: out_reg <= 8'h01;
            8'h16: out_reg <= 8'h01;
            8'h17: out_reg <= 8'h01;
            8'h18: out_reg <= 8'h01;
            8'h19: out_reg <= 8'h02;
            8'h1a: out_reg <= 8'h02;
            8'h1b: out_reg <= 8'h02;
            8'h1c: out_reg <= 8'h02;
            8'h1d: out_reg <= 8'h02;
            8'h1e: out_reg <= 8'h02;
            8'h1f: out_reg <= 8'h02;
            8'h20: out_reg <= 8'h03;
            8'h21: out_reg <= 8'h03;
            8'h22: out_reg <= 8'h03;
            8'h23: out_reg <= 8'h03;
            8'h24: out_reg <= 8'h03;
            8'h25: out_reg <= 8'h04;
            8'h26: out_reg <= 8'h04;
            8'h27: out_reg <= 8'h04;
            8'h28: out_reg <= 8'h04;
            8'h29: out_reg <= 8'h05;
            8'h2a: out_reg <= 8'h05;
            8'h2b: out_reg <= 8'h05;
            8'h2c: out_reg <= 8'h05;
            8'h2d: out_reg <= 8'h06;
            8'h2e: out_reg <= 8'h06;
            8'h2f: out_reg <= 8'h06;
            8'h30: out_reg <= 8'h06;
            8'h31: out_reg <= 8'h07;
            8'h32: out_reg <= 8'h07;
            8'h33: out_reg <= 8'h07;
            8'h34: out_reg <= 8'h08;
            8'h35: out_reg <= 8'h08;
            8'h36: out_reg <= 8'h08;
            8'h37: out_reg <= 8'h09;
            8'h38: out_reg <= 8'h09;
            8'h39: out_reg <= 8'h09;
            8'h3a: out_reg <= 8'h0a;
            8'h3b: out_reg <= 8'h0a;
            8'h3c: out_reg <= 8'h0b;
            8'h3d: out_reg <= 8'h0b;
            8'h3e: out_reg <= 8'h0b;
            8'h3f: out_reg <= 8'h0c;
            8'h40: out_reg <= 8'h0c;
            8'h41: out_reg <= 8'h0d;
            8'h42: out_reg <= 8'h0d;
            8'h43: out_reg <= 8'h0d;
            8'h44: out_reg <= 8'h0e;
            8'h45: out_reg <= 8'h0e;
            8'h46: out_reg <= 8'h0f;
            8'h47: out_reg <= 8'h0f;
            8'h48: out_reg <= 8'h10;
            8'h49: out_reg <= 8'h10;
            8'h4a: out_reg <= 8'h11;
            8'h4b: out_reg <= 8'h11;
            8'h4c: out_reg <= 8'h12;
            8'h4d: out_reg <= 8'h12;
            8'h4e: out_reg <= 8'h13;
            8'h4f: out_reg <= 8'h13;
            8'h50: out_reg <= 8'h14;
            8'h51: out_reg <= 8'h14;
            8'h52: out_reg <= 8'h15;
            8'h53: out_reg <= 8'h16;
            8'h54: out_reg <= 8'h16;
            8'h55: out_reg <= 8'h17;
            8'h56: out_reg <= 8'h17;
            8'h57: out_reg <= 8'h18;
            8'h58: out_reg <= 8'h19;
            8'h59: out_reg <= 8'h19;
            8'h5a: out_reg <= 8'h1a;
            8'h5b: out_reg <= 8'h1a;
            8'h5c: out_reg <= 8'h1b;
            8'h5d: out_reg <= 8'h1c;
            8'h5e: out_reg <= 8'h1c;
            8'h5f: out_reg <= 8'h1d;
            8'h60: out_reg <= 8'h1e;
            8'h61: out_reg <= 8'h1e;
            8'h62: out_reg <= 8'h1f;
            8'h63: out_reg <= 8'h20;
            8'h64: out_reg <= 8'h21;
            8'h65: out_reg <= 8'h21;
            8'h66: out_reg <= 8'h22;
            8'h67: out_reg <= 8'h23;
            8'h68: out_reg <= 8'h23;
            8'h69: out_reg <= 8'h24;
            8'h6a: out_reg <= 8'h25;
            8'h6b: out_reg <= 8'h26;
            8'h6c: out_reg <= 8'h27;
            8'h6d: out_reg <= 8'h27;
            8'h6e: out_reg <= 8'h28;
            8'h6f: out_reg <= 8'h29;
            8'h70: out_reg <= 8'h2a;
            8'h71: out_reg <= 8'h2b;
            8'h72: out_reg <= 8'h2b;
            8'h73: out_reg <= 8'h2c;
            8'h74: out_reg <= 8'h2d;
            8'h75: out_reg <= 8'h2e;
            8'h76: out_reg <= 8'h2f;
            8'h77: out_reg <= 8'h30;
            8'h78: out_reg <= 8'h31;
            8'h79: out_reg <= 8'h31;
            8'h7a: out_reg <= 8'h32;
            8'h7b: out_reg <= 8'h33;
            8'h7c: out_reg <= 8'h34;
            8'h7d: out_reg <= 8'h35;
            8'h7e: out_reg <= 8'h36;
            8'h7f: out_reg <= 8'h37;
            8'h80: out_reg <= 8'h38;
            8'h81: out_reg <= 8'h39;
            8'h82: out_reg <= 8'h3a;
            8'h83: out_reg <= 8'h3b;
            8'h84: out_reg <= 8'h3c;
            8'h85: out_reg <= 8'h3d;
            8'h86: out_reg <= 8'h3e;
            8'h87: out_reg <= 8'h3f;
            8'h88: out_reg <= 8'h40;
            8'h89: out_reg <= 8'h41;
            8'h8a: out_reg <= 8'h42;
            8'h8b: out_reg <= 8'h43;
            8'h8c: out_reg <= 8'h44;
            8'h8d: out_reg <= 8'h45;
            8'h8e: out_reg <= 8'h46;
            8'h8f: out_reg <= 8'h47;
            8'h90: out_reg <= 8'h49;
            8'h91: out_reg <= 8'h4a;
            8'h92: out_reg <= 8'h4b;
            8'h93: out_reg <= 8'h4c;
            8'h94: out_reg <= 8'h4d;
            8'h95: out_reg <= 8'h4e;
            8'h96: out_reg <= 8'h4f;
            8'h97: out_reg <= 8'h51;
            8'h98: out_reg <= 8'h52;
            8'h99: out_reg <= 8'h53;
            8'h9a: out_reg <= 8'h54;
            8'h9b: out_reg <= 8'h55;
            8'h9c: out_reg <= 8'h57;
            8'h9d: out_reg <= 8'h58;
            8'h9e: out_reg <= 8'h59;
            8'h9f: out_reg <= 8'h5a;
            8'ha0: out_reg <= 8'h5b;
            8'ha1: out_reg <= 8'h5d;
            8'ha2: out_reg <= 8'h5e;
            8'ha3: out_reg <= 8'h5f;
            8'ha4: out_reg <= 8'h61;
            8'ha5: out_reg <= 8'h62;
            8'ha6: out_reg <= 8'h63;
            8'ha7: out_reg <= 8'h64;
            8'ha8: out_reg <= 8'h66;
            8'ha9: out_reg <= 8'h67;
            8'haa: out_reg <= 8'h69;
            8'hab: out_reg <= 8'h6a;
            8'hac: out_reg <= 8'h6b;
            8'had: out_reg <= 8'h6d;
            8'hae: out_reg <= 8'h6e;
            8'haf: out_reg <= 8'h6f;
            8'hb0: out_reg <= 8'h71;
            8'hb1: out_reg <= 8'h72;
            8'hb2: out_reg <= 8'h74;
            8'hb3: out_reg <= 8'h75;
            8'hb4: out_reg <= 8'h77;
            8'hb5: out_reg <= 8'h78;
            8'hb6: out_reg <= 8'h79;
            8'hb7: out_reg <= 8'h7b;
            8'hb8: out_reg <= 8'h7c;
            8'hb9: out_reg <= 8'h7e;
            8'hba: out_reg <= 8'h7f;
            8'hbb: out_reg <= 8'h81;
            8'hbc: out_reg <= 8'h82;
            8'hbd: out_reg <= 8'h84;
            8'hbe: out_reg <= 8'h85;
            8'hbf: out_reg <= 8'h87;
            8'hc0: out_reg <= 8'h89;
            8'hc1: out_reg <= 8'h8a;
            8'hc2: out_reg <= 8'h8c;
            8'hc3: out_reg <= 8'h8d;
            8'hc4: out_reg <= 8'h8f;
            8'hc5: out_reg <= 8'h91;
            8'hc6: out_reg <= 8'h92;
            8'hc7: out_reg <= 8'h94;
            8'hc8: out_reg <= 8'h95;
            8'hc9: out_reg <= 8'h97;
            8'hca: out_reg <= 8'h99;
            8'hcb: out_reg <= 8'h9a;
            8'hcc: out_reg <= 8'h9c;
            8'hcd: out_reg <= 8'h9e;
            8'hce: out_reg <= 8'h9f;
            8'hcf: out_reg <= 8'ha1;
            8'hd0: out_reg <= 8'ha3;
            8'hd1: out_reg <= 8'ha5;
            8'hd2: out_reg <= 8'ha6;
            8'hd3: out_reg <= 8'ha8;
            8'hd4: out_reg <= 8'haa;
            8'hd5: out_reg <= 8'hac;
            8'hd6: out_reg <= 8'had;
            8'hd7: out_reg <= 8'haf;
            8'hd8: out_reg <= 8'hb1;
            8'hd9: out_reg <= 8'hb3;
            8'hda: out_reg <= 8'hb5;
            8'hdb: out_reg <= 8'hb6;
            8'hdc: out_reg <= 8'hb8;
            8'hdd: out_reg <= 8'hba;
            8'hde: out_reg <= 8'hbc;
            8'hdf: out_reg <= 8'hbe;
            8'he0: out_reg <= 8'hc0;
            8'he1: out_reg <= 8'hc2;
            8'he2: out_reg <= 8'hc4;
            8'he3: out_reg <= 8'hc5;
            8'he4: out_reg <= 8'hc7;
            8'he5: out_reg <= 8'hc9;
            8'he6: out_reg <= 8'hcb;
            8'he7: out_reg <= 8'hcd;
            8'he8: out_reg <= 8'hcf;
            8'he9: out_reg <= 8'hd1;
            8'hea: out_reg <= 8'hd3;
            8'heb: out_reg <= 8'hd5;
            8'hec: out_reg <= 8'hd7;
            8'hed: out_reg <= 8'hd9;
            8'hee: out_reg <= 8'hdb;
            8'hef: out_reg <= 8'hdd;
            8'hf0: out_reg <= 8'hdf;
            8'hf1: out_reg <= 8'he1;
            8'hf2: out_reg <= 8'he3;
            8'hf3: out_reg <= 8'he5;
            8'hf4: out_reg <= 8'he7;
            8'hf5: out_reg <= 8'hea;
            8'hf6: out_reg <= 8'hec;
            8'hf7: out_reg <= 8'hee;
            8'hf8: out_reg <= 8'hf0;
            8'hf9: out_reg <= 8'hf2;
            8'hfa: out_reg <= 8'hf4;
            8'hfb: out_reg <= 8'hf6;
            8'hfc: out_reg <= 8'hf8;
            8'hfd: out_reg <= 8'hfb;
            8'hfe: out_reg <= 8'hfd;
            8'hff: out_reg <= 8'hff;
            default: out_reg <= 8'h0;
        endcase
    end
endmodule
```

## run.sh

```bash
#!/bin/bash
# OpenROAD 26Q1-2900-gdf79404cd8, Yosys 0.63+post, stock flow scripts
make -C /OpenROAD-flow-scripts/flow DESIGN_CONFIG=/design/flow/config.mk WORK_HOME=/design/flow/orfs finish
```

## constraint.sdc

```tcl
current_design gamma_lut

set clk_period 2.4
set clk_io_pct 0.2

create_clock -name clk0 -period $clk_period

set non_clock_inputs [all_inputs -no_clocks]
set_input_delay [expr $clk_period * $clk_io_pct] -clock clk0 $non_clock_inputs
set_output_delay [expr $clk_period * $clk_io_pct] -clock clk0 [all_outputs]
```

==> results.json <==
{
  "core_sq_um": 9860,
  "yosys.cell_count.top_type": "a21oi_1",
  "status": "complete, but fails checks",
  "cts_hold_buf": 0,
  "sum_of_overflow_across_all_layers_after_global_routing": 0,
  "placement.setup.worst_slack_ns": -1.11,
  "core_util_floorplan_pct": 16.5,
  "vdd_ir_drop_max_v": 0.0000472,
  "synthesis.area_per_instance_sq_um": 6.44,
  "first_iter_violations": 236,
  "final_max_slew_viol_count": 0,
  "grt_max_degree": 20,
  "ys_chip_area_sq_um": 1630,
  "grt.total_usage_pct": 10.3,
  "numPlacedInstances": 451,
  "largest_fanout_on_the_critical_path": 4,
  "die-area_sq_um": 14600,
  "gp_routability_congestion": 0.994,
  "fin_cells": 476,
  "ys_top_cells_by_count": "a21oi_1, nor2_1, o21ai_0",
  "route.vias.total": 2476,
  "post_synth_main_area_contributors": "ha_1, a21oi_1, o21ai_0, buf_2, nor2b_1",
  "drt.antenna.violating_nets": 0,
  "io_buffer_count": 16,
  "max_clock_freq_mhz": 399,
  "slowest_stage": "a221o_1",
  "die_width_microns": 121,
  "hold_viol_final": 0,
  "rsz0062_at_grt": "yes",
  "min_path_cells": 4,
  "yosysTopAreaCellShare_pct": 8.44,
  "timing.critical_path.from_type": "input pin",
  "drv_cap": 0,
  "slew-limit-headroom_pct": 75.1,
  "total_inserted_antenna_cells": 0,
  "setup-violations-final": 4,
  "worst-endpoint-arrival_ns": 2.03,
  "clock_buffers": 0,
  "violated_checks": "setup timing",
  "max_stage_delay_ns": 0.32,
  "power.static_leakage_nw": 1.27,
  "postSynthCellCount": 253,
  "tightest_slew_ns": 0.363,
  "power_density_nw_per_um2": 193,
  "top_family_by_delay_on_critical_path": "AND-OR/OR-AND gates",
  "drt_pre_antenna_iters": 5,
  "final.period_utilization_pct": 104,
  "hold_crit_path_type": "input pin to output port",
  "detailed_place_hpwl_mm": 5.29,
  "timing.final.crit_period_ns": 2.51,
  "area_growth_pct": 91.8,
  "ys_seq_share_pct": 0,
  "grt_pass1_vias": 2413,
  "netlist_area_sq_um": 1630,
  "fin_setup_tns_ns": -0.379,
  "n_sequential_cell": 0,
  "drt-vias-per-instance": 5.20,
  "largest_area_cell": "ha_1",
  "cp_num_buf_inv": 5,
  "average_routed_wire_per_standard_cell_microns": 16.2,
  "ys_cells": 253,
  "synth_cell_type_count": 62,
  "endpoint_kind": "output port",
  "cp.required_ns": 1.92,
  "yosysWarningCount": 1,
  "crit_type": "input pin to output port",
  "cell_mode_on_critical_path": "buf_6",
  "power.total_mw": 0.602,
  "num_io_pins": 16,
  "warning_count": 42,
  "setup_slack_ns": -0.106,
  "routed_wirelength_mm": 7.73,
  "remaining_drc_errors": 0,
  "antenna_found_initial": 0,
  "min_delay_worst_endpoint": "out[4]",
  "final_layout_size_suffix_gt1_share_pct": 54.5,
  "floorplan.die.height_microns": 121,
  "sequential_cell_area_sq_um": 0,
  "hp-start": "in[6]",
  "grt_pass1_wl_mm": 12.5,
  "floorplan.rows": 36,
  "crit_chain": "buf_8, buf_6, buf_6, buf_4, nand2b_4, o21ai_2, o311a_1, a221o_1, a41o_1, buf_2"
}
[kinds of logic (layout without fill, tap and decap cells)]
logic type | Yosys count | after routing | share of synthesized area (%)
AND-OR/OR-AND | 106 | 106 | 45.4
AND/OR/NAND/NOR | 87 | 87 | 28.3
buffers and inverters | 43 | 133 | 13.4
adder cells (fa/ha/maj) | 11 | 11 | 8.44
multiplexers | 4 | 4 | 3.38
XOR/XNOR | 2 | 2 | 1.07
[placed cells by master (no fill, tap or decap), drive strengths merged, types with 3 or more instances in the layout]
cell,count
o22ai,3
o221ai,5
and3,3
a31oi,8
o211ai,3
a21oi,22
nand3,4
or3,3
ha,11
nand2b,9
inv,11
buf,113
nand2,17
o21ai,20
nor2b,12
nor3,6
a211oi,8
nand3b,3
a21o,4
a32oi,3
nor2,18
o311a,3
a311oi,4
[through the flow]
stage | hold WS [ns] | instance area (sq um) | util, %
global route | 1.64 | 3130 | 31.7
floorplan | 1.06 | 1640 | -
global placement | 2.09 | 2390 | 24.3
finish | 1.57 | 3130 | 31.7
detailed placement | 2.07 | 2390 | 24.3
CTS | 1.74 | 2940 | 29.8
[timing repair]
action / 4_1_cts / 5_1_grt
gates resized: 137 / 38
buffers inserted: 18 / 4
pin swaps: 38 / 21
endpoints found under the setup margin: 8 / 7
cloned: 3 / 0
[area by class of cell]
cell class / count / area, sq um
fillers: 965 / 6740
repair buffers: 120 / 1080
inverters: 13 / 75.1
multi-input cells: 210 / 1800
well taps: 133 / 166
[report_power, final]
| part | internal (mW) | switching (mW) | leakage (nW) |
|---|---|---|---|
| logic | 0.308 | 0.294 | 1.27 |
| clock network | 0 | 0 | 0 |
| registers | 0 | 0 | 0 |
[how the worst max path moves through the flow]
| stage | start | end | slack, ns | cells past startpoint |
|---|---|---|---|---|
| finish | in[0] | out[1] | -0.11 | 10 |
| CTS | in[1] | out[1] | -0.16 | 9 |
| global route | in[1] | out[0] | -0.20 | 10 |
[per-layer routing]
layer / share of wire, % / track usage, % / vias up / routed length, microns
met4: 4.7 / 4.37 / 0 / 363
li1: - / - / 1150 / -
met2: 43 / 15.9 / 162 / 3300
met5: 0 / 0 / - / 0
met3: 11 / 2.22 / 28 / 861
met1: 41 / 13.5 / 1136 / 3200
[worst min-delay path, stage by stage]
cell      delay [ns]
clkbuf_2        0.18
buf_6           0.22
o41ai_2         0.11
buf_2           0.11
Power is estimated from default activity; no workload was simulated.
